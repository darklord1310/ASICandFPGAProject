--- ./run.sh ---
#!/bin/bash
# OpenROAD 26Q1-2900-gdf79404cd8, Yosys 0.63+post, stock flow scripts
make -C /OpenROAD-flow-scripts/flow DESIGN_CONFIG=/design/flow/config.mk WORK_HOME=/design/flow/orfs finish
--- ./config.mk ---
export PLATFORM = sky130hd
export DESIGN_NAME = datapath
export DESIGN_NICKNAME = datapath
export VERILOG_FILES = /design/flow/design.v
export SDC_FILE = /design/flow/constraint.sdc
export NUM_CORES = 4
export LEC_CHECK = 1
export CORE_UTILIZATION = 50
--- ./constraint.sdc ---
current_design datapath

set clk_period 5.7
set clk_io_pct 0.2

create_clock -name clk0 -period $clk_period [get_ports {Clock}]

set non_clock_inputs [all_inputs -no_clocks]
set_input_delay [expr $clk_period * $clk_io_pct] -clock clk0 $non_clock_inputs
set_output_delay [expr $clk_period * $clk_io_pct] -clock clk0 [all_outputs]
--- ./design.v ---
module datapath(PCload,JMPmux,IRload,Meminst,MemWr,Aload,Reset,Clock,Sub,Asel,Aeq0,Apos,IR,data_in,dataOut);
input PCload, JMPmux, IRload, Meminst, MemWr,Aload,Reset,Clock,Sub;
input[7:0] data_in;
wire[7:0] data_out;
output[7:0] dataOut;
input[1:0] Asel;
output Apos,Aeq0;
output[2:0] IR;
wire[7:0] RAM_out, IR_out;
wire[7:0] mux4to1_out;
wire[4:0] increment_out, PC_out, RAM_address;
reg[4:0] JMPmux_out, Meminst_out;
reg[7:0] subadd_out;
Mux4to1_8bits mux4to1(Asel, subadd_out, data_in , RAM_out ,mux4to1_out);
Register_8bits ARegister(Aload, mux4to1_out, data_out, Reset, Clock);
assign dataOut = data_out;
assign Aeq0 = data_out == 0 ? 1:0;
assign Apos = ~data_out[7];
RAM_8bits RAM(Meminst_out, MemWr , data_out, RAM_out, Clock);
always @ (Sub, data_out, RAM_out)
	if(Sub == 1)
		subadd_out = data_out - RAM_out;
	else
		subadd_out = data_out + RAM_out;
Register_8bits IRRegister(IRload, RAM_out, IR_out, Reset, Clock);
assign IR = IR_out[7:5];
always @ (JMPmux , IR_out[4:0] , JMPmux_out)
    if(JMPmux == 1)
        JMPmux_out = IR_out[4:0];
    else
        JMPmux_out = increment_out;
Register_5bits registerPC(JMPmux_out, PCload, PC_out , Reset, Clock);
always @ (Meminst , IR_out[4:0] , PC_out)
    if(Meminst == 1)
        Meminst_out = IR_out[4:0];
    else
        Meminst_out = PC_out;
assign increment_out = PC_out + 1'b1;
endmodule
module Mux4to1_8bits(selector, in0, in1,in2,outData);
input[1:0] selector;
input[7:0] in0,in1,in2;
output reg[7:0] outData;
always @ (*)
	if( selector == 2'b00)
		outData = in0;
	else if( selector == 2'b01)
		outData = in1;
	else if( selector == 2'b10)
		outData = in2;
	else
		outData = 2'bXX;
endmodule
module RAM_8bits(address, WE,dataIn, dataOut, clock);
input [7:0] dataIn;
input [4:0] address;
input WE, clock;
output reg[7:0] dataOut;
reg [7:0] RAM[31:0];
always @ (posedge clock)
	if( WE == 1'b1)
		RAM[address] <= dataIn;
	else
		dataOut <= RAM[address];
endmodule
module Register_5bits(register_in, load, out ,clear,clock);
input[4:0] register_in;
input load, clear, clock;
output reg[4:0] out;
always @ (posedge clock)
	if(clear == 1 )
		out <= 5'b00000;
	else
	begin
      if(load == 1)
        out <= register_in;
      else
        out <= out;
	end
endmodule
module Register_8bits(load, register_input, out,clear,clock);
input load, clock,clear;
input [7:0] register_input;
output reg[7:0] out;
always @ (posedge clock)
	if(clear == 1 )
		out <= 8'b00000000;
	else
	begin
      if(load == 1)
        out <= register_input;
      else
        out <= out;
	end
endmodule
==> GITHUB_STEP_SUMMARY <==
### Flow metrics

| Metric | Value |
|---|---|
| Total grt overflow | 0 |
| Vias per std cell | 5.912 |
| Storage cell area | about 8300 µm² |
| Log Warnings | 25 |
| DP HPWL | roughly 19000 µm |
| Gate Count Post-Synth | ~760 |
| Max-Cap Viols | 0 |
| Synth Flop Type | edfxtp_1 |
| Combinational share of power | 10.3% |
| Fillers | 1788 |
| Clk slew on worst S/H paths | 60 ps |
| First-pass GRT wire length | approximately 44000 µm |
| Number of global-route vias before repair | 6948 |
| Antenna viol nets, final | 0 |
| H-tree depth | 1 |
| Initial antenna violation count | 1 |
| Post-route minimum period | 4140 ps |
| Worst Path Max Fanout | 46 |
| Placeable core region | 23400 µm² |
| Largest net degree at the start of global routing | 47 |
| Post-synth ARST share | 0% |
| GRT Util Overall | 27.18% |
| Clk network pwr share | about two fifths |
| Sequential area share after synthesis | 70.16% |
| WP data arrival | 4410 ps |
| Row count | 56 |
| Fin. Hold Viols | 0 |
| Syn Area/Cell | 15.57 µm² |
| Die W | ~160 µm |
| Rel. slew slack | approximately two fifths |
| Chip area | 24420 µm² |
| Worst Skew | approximately 13 ps |
| YS warnings | 5 |
| Pin slew with the least headroom to its limit | 925.2 ps |
| Worst Path Required | 5970 ps |
| Post-CTS Hold Buffers | 0 |
| CP startpoint kind | input port |
| DRT Pass-1 Iters | 5 |
| Top area contributor share | around two thirds |
| Number of remaining DRC errors | 0 |
| Routed wire per std cell | 24.73 µm |
| Min-delay worst type | register to register |
| Crit path cell chain | clkdlybuf4s50_1 > mux2_8 > buf_4 > mux2i_1 > o22ai_1 > nor4_1 > nand2_1 |
| Most instantiated library cell after synthesis | edfxtp_1 |
| Ports | 32 |
| CP endpoint kind | register |
| Gp weighted congestion | 0.9502 |
| Port Buf Inserts | 31 |
| Max incr delay on CP | 970 ps |
| LEAKAGE | 4.423 nW |
| Setup TNS | 0 ps |
| Cell taking the most area after synthesis | edfxtp_1 |
| Maximum vdd drop | about 0.00030 V |
| Logic area | ~3300 µm² |
| Cell Area, Synth | 11900 µm² |
| Internal | ~3.7 mW |
| Routed vias | 6828 |
| Outcome | finished clean |
| Area post-placement | around 13000 µm² |
| Clock latency (worst-skew pair) | 550 ps |
| Slowest cell on crit path | clkdlybuf4s50_1 |
| Share of layout cells above drive strength 1 | 10.78% |
| CTS resizes | 0 |
| Final Cell Area | 13540 µm² |
| Sink Count | 285 |
| Iteration-0 DRC Markers | 482 |
| Fin. max-slew vios | 0 |
| Synthesis-to-layout area growth | 13.81% |
| Fmax | 241.5 MHz |
| Switching share of power | 22.79% |
| Reg2reg setup slack | 2760 ps |
| Die Ht | 156.3 µm |
| P_sw | approximately 1.1 mW |
| Floorplan Utilization | about half |
| TritonCTS buffer count | 30 |
| Sequential share of power | 49.8% |
| Yosys synthesis chip area | 11900 µm² |
| Post-synthesis cell type count | 56 |
| Pwr/cell area | 355.5 nW/µm² |
| Ys cells | 764 |
| CTS Buffer Depth | 3 |
| EDFF count, synth | 264 |
| WL final | 28560 µm |
| Post-layout util | 57.86% |
| Critical path type | input port to register |
| Unrepaired setup endpoints after global routing | no |
| # setup viols final | 0 |
| CTS tree | yes |
| Root buffer cell | clkbuf_16 |
| Synth cell count leaders | edfxtp_1 (264), mux2i_1 (141), nor2_1 (70), o22ai_1 (64), dfxtp_1 (21) |
| Final period utilization | between 70% and 80% |
| Setup Buffers After CTS | 0 |
| #FFs+latches synth | between 200 and 300 |
| Top cells by area | edfxtp_1 (67%), mux2i_1 (12%), dfxtp_1 (3.5%) |
-- area by class of cell --
type,instances,area share [%]
multi-input cells,433,24.34
clock buffers,34,5.812
repair buffers,52,3.456
flip-flops and latches,285,61.65
diodes,1,0.01848
inverters,11,0.3049
clock inverters,20,1.478
well taps,319,2.947
-- registers in the layout, summed over array words and instances, names as in the netlist --
signal          flops
registerPC.out      5
ARegister.out       8
IRRegister.out      8
RAM.RAM           256
RAM.dataOut         8
-- cells in the final DEF, fill, tap and decap left out, drive strengths merged, types with 4 or more instances in the layout --
cell type      instances
edfxtp               264
mux2i                142
nor2                  70
o22ai                 64
clkbuf                34
clkdlybuf4s50         31
o21ai                 26
dfxtp                 21
buf                   21
nand2                 17
nor4                  17
clkinv                13
inv                   11
ha                     9
xnor2                  7
nand3                  7
a21oi                  6
and4bb                 5
nor3                   4
a31oi                  4
and4b                  4
a22oi                  4
a211oi                 4
xor2                   4
bufinv                 4
nor4b                  4
-- worst paths after layout --
check	cells after the start	endpoint	from
setup / recovery	7	RAM.dataOut[3]$_DFFE_PN_	Meminst
hold / removal	2	IRRegister.out[7]$_SDFFE_PP0P_	IRRegister.out[7]$_SDFFE_PP0P_
setup reg to reg	6	RAM.dataOut[3]$_DFFE_PN_	registerPC.out[0]$_SDFFE_PP0P_
hold reg to reg	2	IRRegister.out[7]$_SDFFE_PP0P_	IRRegister.out[7]$_SDFFE_PP0P_
-- worst max-delay path: cells and delay by family --
family	cells	cell delay, ps
muxes	2	940
buffers and inverters	2	1430
and+or+nand+nor	2	670
AOI/OAI and AO/OA	1	200
-- cells by family after synthesis --
logic type      share of synthesized area (%)
flops                                   70.16
mux                                     12.30
compound gates                          6.972
buf+inv                                 2.240
xor+xnor                               0.8097
simple gates                            6.404
fa+ha+maj                               1.115
-- per-stage QoR --
| stage | hold slack (ps) | worst slack [ps] | power (mW) | instances |
|---|---|---|---|---|
| after floorplan | 461.7 | 2820 | 2.762 | 764 |
| after global placement | 480.5 | 1087 | 2.932 | 1100 |
| after detailed placement | 485.3 | 1031 | 2.941 | 1100 |
| after CTS | 501.1 | 1591 | 4.848 | 1154 |
| after global routing | 529.8 | 1381 | 4.976 | 1154 |
| final | 495.9 | 1560 | 4.814 | 1155 |
-- power groups by stage --
stage	clock network [mW]	logic [mW]	registers (mW)
finish	1.92	0.498	2.40
global route	2.03	0.545	2.40
CTS	1.95	0.503	2.40
-- routing by layer --
metal / global-route usage (%) / up-vias / wire (µm)
met5: 0 / - / 0
met4: 6.583 / 0 / 857
met3: 10.66 / 62 / 2816
met2: 40.69 / 275 / 13440
met1: 41.47 / 3377 / 11440
li1: - / 3114 / -
Power is estimated from default activity; no workload was simulated.
