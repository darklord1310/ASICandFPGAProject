### flow/constraint.sdc
current_design instructionCycleOp

set clk_period 16.0
set clk_io_pct 0.2

create_clock -name clk0 -period $clk_period [get_ports {Clock}]

set non_clock_inputs [all_inputs -no_clocks]
set_input_delay [expr $clk_period * $clk_io_pct] -clock clk0 $non_clock_inputs
set_output_delay [expr $clk_period * $clk_io_pct] -clock clk0 [all_outputs]
### flow/design.v
module instructionCycleOp(inputOfIR, inputOfRAM,outputFromRAM,IRload, JMPmux, PCload, Reset, Meminst, MemWr, Clock, IR, RAM_Address, lower5bits_IR, increment_output);
input[7:0] inputOfIR, inputOfRAM;
output[7:0] outputFromRAM;
output[2:0] IR;
input IRload, JMPmux, PCload, Reset, Meminst, MemWr, Clock;
wire[7:0] IR_out;
output[4:0] lower5bits_IR;
wire[4:0] increment_out, PC_out;
reg[4:0] JMPmux_out;
reg[4:0] Meminst_out;
output[4:0] increment_output;
output[4:0] RAM_Address;
Register_8bits IRRegister(IRload, inputOfIR, IR_out, Reset, Clock);
assign IR = IR_out[7:5];
always @ (JMPmux , IR_out[4:0] , JMPmux_out)
    if(JMPmux == 1)
        JMPmux_out = IR_out[4:0];
    else
        JMPmux_out = increment_out;
assign lower5bits_IR = IR_out[4:0];
Register_5bits registerPC(JMPmux_out, PCload, PC_out , Reset, Clock);
always @ (Meminst , IR_out[4:0] , PC_out)
    if(Meminst == 1)
        Meminst_out = IR_out[4:0];
    else
        Meminst_out = PC_out;
assign increment_out = PC_out + 1'b1;
assign RAM_Address = Meminst_out;
RAM_8bits RAM(Meminst_out, MemWr ,inputOfRAM, outputFromRAM, Clock);
assign increment_output = increment_out;
endmodule
module RAM_8bits(address, WE,dataIn, dataOut, clock);
input [7:0] dataIn;
input [4:0] address;
input WE, clock;
output reg[7:0] dataOut;
reg [7:0] RAM[31:0];
always @ (posedge clock)
	if( WE == 1'b1)
		RAM[address] <= dataIn;
	else
		dataOut <= RAM[address];
endmodule
module Register_5bits(register_in, load, out ,clear,clock);
input[4:0] register_in;
input load, clear, clock;
output reg[4:0] out;
always @ (posedge clock)
	if(clear == 1 )
		out <= 5'b00000;
	else
	begin
      if(load == 1)
        out <= register_in;
      else
        out <= out;
	end
endmodule
module Register_8bits(load, register_input, out,clear,clock);
input load, clock,clear;
input [7:0] register_input;
output reg[7:0] out;
always @ (posedge clock)
	if(clear == 1 )
		out <= 8'b00000000;
	else
	begin
      if(load == 1)
        out <= register_input;
      else
        out <= out;
	end
endmodule
### flow/run.sh
#!/bin/bash
# OpenROAD 26Q1-2900-gdf79404cd8, Yosys 0.63+post, stock flow scripts
make -C /OpenROAD-flow-scripts/flow DESIGN_CONFIG=/design/flow/config.mk WORK_HOME=/design/flow/orfs finish
### flow/config.mk
export PLATFORM = sky130hd
export DESIGN_NAME = instructionCycleOp
export DESIGN_NICKNAME = instructionCycleOp
export VERILOG_FILES = /design/flow/design.v
export SDC_FILE = /design/flow/constraint.sdc
export NUM_CORES = 4
export LEC_CHECK = 1
export CORE_UTILIZATION = 30
==> results.rst <==
Synthesis and place-and-route
=============================

.. list-table::
   :header-rows: 1

   * - Metric
     - Value
   * - Global-route track usage on met3
     - 7.13%
   * - Setup clock skew after layout
     - 0.0117 ns
   * - Count of standard-cell rows
     - 69
   * - Number of buffers inserted by post-CTS setup repair
     - 0
   * - Remaining max-slew budget at the tightest pin
     - 32.5%
   * - Final RePlAce weighted congestion
     - 0.871
   * - Startpoint kind of the worst setup timing path
     - input pin
   * - Pre-CTS worst setup slack
     - 7.45 ns
   * - Sink Count
     - 277
   * - Setup repair after global routing missed its margin
     - no
   * - Number of standard cells reported by yosys
     - 658
   * - Least-Margin Pin Slew
     - 1.01 ns
   * - Die Y-Extent
     - 194 um
   * - Crit path cell chain
     - clkdlybuf4s50_1 -> buf_4 -> mux2i_1 -> buf_4 -> clkinv_1 -> buf_4 -> clkdlybuf4s50_1
   * - Power, Total
     - 1590 uW
   * - Routed wirelength normalized by instance count
     - 20.8 um
   * - Final routed DRC violation total
     - 0
   * - Port bufs
     - 48
   * - Final non-filler cell total
     - 1208
   * - Core Density at Floorplan
     - 30.7%
   * - Logic pwr share
     - 6.8%
   * - Seq/Total Area, Yosys
     - 74.2%
   * - Antenna violations before repair
     - 1
   * - Final cell utilization of the core
     - 36.3%
   * - Final cycle utilization of the critical path
     - 53.3%
   * - Part of the power in the clock network
     - 42.1%
   * - OpenROAD warning count
     - 25
   * - Maximum cell stage delay along the critical path
     - 0.61 ns
   * - Startpoint of the lowest-slack register-to-register path
     - registerPC.out[0]$_SDFFE_PP0P_
   * - Clock H-tree levels
     - 1
   * - Prevailing post-synth register cell
     - sky130_fd_sc_hd__edfxtp_1
   * - Pins Over Slew Limit
     - 0
   * - Total of endpoints with negative setup slack in the final report
     - 0
   * - Number of DRC markers after the initial detailed-route iteration
     - 481
   * - Global route overflow
     - 0
   * - Number of clock buffers inserted by TritonCTS
     - 29
   * - Average instance area after synthesis
     - 16.8 um^2
   * - Total power density per cell area
     - 122 nW/um^2
   * - Net switching component of the power
     - 335 uW
   * - Chip area line of the yosys report
     - 11000 um^2
   * - Reg clk slew, reported paths
     - 0.06 ns
   * - Warnings, synthesis
     - 4
   * - Max frequency
     - 0.117 GHz
   * - DP Cell Count
     - 1154
   * - Maximum count of clock buffers along a single path
     - 3
   * - Register bit count reported by yosys
     - 277
   * - CTS root buf
     - sky130_fd_sc_hd__clkbuf_16
   * - Insertion Delay late pin
     - 0.54 ns
   * - Source of the worst hold timing path
     - IRRegister.out[6]$_SDFFE_PP0P_
   * - Ratio of cells with drive above 1 in the final layout
     - 14.1%
   * - Diode count
     - 0
   * - Distinct cells, synth
     - 51
   * - Global-route wire length before repair
     - 38.1 mm
   * - Global-route track usage on met2
     - 20.7%
   * - Final Hold Violation Tally
     - 0
   * - Ys async rst share
     - 0%
   * - Aggregate global-route resource usage
     - 14.3%
   * - Maximum fanout along the worst path
     - 36
   * - Run status
     - finished, final reports clean
   * - WP data required
     - 12.80 ns
   * - Internal Pwr Total
     - 1260 uW
   * - CTS hold repair buffers
     - 0
   * - Pin count of the biggest net entering global routing
     - 37
   * - Area growth from synthesis to layout
     - 18.2%
   * - Remaining antenna violation count after routing
     - 0
   * - Die area
     - 37500 um^2
   * - Signal arrival time at the worst endpoint
     - 5.33 ns
   * - Switching fraction of total power
     - 21.1%
   * - Cell type group with the largest total delay on the critical path
     - buffers and inverters
   * - Tally of max-capacitance violations
     - 0
   * - Total wirelength of the detailed-routed design
     - 25.1 mm
   * - Post_cts resized
     - 0
   * - Half-perimeter wire length of the detailed placement result
     - 15.7 mm
   * - Static leakage power
     - 0.00406 uW
   * - Critical Path Most Common Cell
     - sky130_fd_sc_hd__buf_4
   * - Core outline area
     - 35900 um^2
   * - Classification of the worst setup path
     - input pin to output pin
   * - Final min period
     - 8.53 ns
   * - Worst IR Drop VDD
     - 62.2 uV
   * - Crit path from
     - Meminst
   * - Most Used Layer, Global Route
     - met1
   * - Count of library flops with an enable pin
     - 264
   * - Global routing usage on met1
     - 20.8%
   * - Total I/O pin count
     - 49
   * - Die width
     - 194 um
   * - Drt first pass iters
     - 5
   * - Sequential fraction of design power
     - 51.0%
   * - Final sum of negative setup slack
     - 0 ns
   * - Crit path capture type
     - output pin
   * - Via-to-Cell Ratio
     - 5.05
   * - Worst setup slack after layout
     - 7.47 ns
   * - Standard cell with the maximum stage delay on the critical path
     - sky130_fd_sc_hd__clkdlybuf4s50_1
   * - Buffer-and-inverter tally for the worst setup path
     - 6
   * - DR vias
     - 6102
   * - TritonCTS clock tree
     - built
   * - Count of mapped cells out of synthesis
     - 658
   * - Classification of the worst-slack hold path
     - flop to flop
   * - Number of global-route vias before repair
     - 6232
   * - Mapped cell area
     - 11000 um^2
[kinds of logic (layout without fill, tap and decap cells)]
kind of cell | after synthesis | after routing | share of synthesized area, %
DFF | 277 | 277 | 74.2
and+or+nand+nor | 129 | 129 | 5.81
AOI/OAI and AO/OA | 123 | 123 | 7.58
muxes | 82 | 82 | 10.1
buffers and inverters | 43 | 132 | 1.95
xor gates and xnor gates | 3 | 3 | 0.238
adders and majority gates | 1 | 1 | 0.113
[power by group through the flow]
stage,Clock [uW],Combinational [uW],Sequential [uW]
CTS,682,110,812
global route,714,118,813
finish,671,109,812
[routing by layer]
layer	up-vias	part of all wire, %
met5	-	0.14
met4	2	1.5
met3	28	12
met2	270	45
met1	3037	42
li1	2765	-
[layout make-up]
class                   instances  area (um^2)
flip-flops and latches        277         8190
inverters                       6         25.0
clock buffers                  35          768
fillers                      3314        22900
multi-input cells             338         2630
clock inverters                19          193
repair buffers                 72          661
well taps                     461          577
[cell usage after synthesis (5+ instances only)]
cell type | instances | area share (%)
sky130_fd_sc_hd__dfxtp_1 | 13 | 2.4
sky130_fd_sc_hd__o22ai_1 | 23 | 1.3
sky130_fd_sc_hd__a22oi_1 | 23 | 1.6
sky130_fd_sc_hd__nand2_1 | 23 | 0.78
sky130_fd_sc_hd__clkbuf_1 | 15 | 0.51
sky130_fd_sc_hd__a41oi_1 | 10 | 0.79
sky130_fd_sc_hd__o21ai_0 | 38 | 1.7
sky130_fd_sc_hd__nor2b_1 | 10 | 0.57
sky130_fd_sc_hd__a21o_1 | 7 | 0.48
sky130_fd_sc_hd__nand3_1 | 9 | 0.41
sky130_fd_sc_hd__a2111oi_0 | 5 | 0.40
sky130_fd_sc_hd__mux2i_1 | 57 | 5.2
sky130_fd_sc_hd__nand4_1 | 9 | 0.51
sky130_fd_sc_hd__mux4_2 | 22 | 4.5
sky130_fd_sc_hd__edfxtp_1 | 264 | 72
sky130_fd_sc_hd__nor2_1 | 51 | 1.7
sky130_fd_sc_hd__buf_2 | 11 | 0.50
sky130_fd_sc_hd__a21oi_1 | 5 | 0.23
[worst min-delay path: stages, from the launching register on]
cell	delay [ns]
sky130_fd_sc_hd__dfxtp_1	0.32
sky130_fd_sc_hd__mux2i_1	0.06
sky130_fd_sc_hd__nor2_1	0.08
[state kept, by name, indices dropped and copies added, names as in the netlist]
signal,count
IRRegister.out,8
RAM.RAM,256
RAM.dataOut,8
registerPC.out,5
[worst paths after layout]
path,endpoint,slack [ns],cells past startpoint
setup / recovery,RAM_Address[1],7.47,7
hold / removal,IRRegister.out[6]$_SDFFE_PP0P_,0.50,2
setup reg to reg,RAM.dataOut[2]$_DFFE_PN_,12.06,9
hold reg to reg,IRRegister.out[6]$_SDFFE_PP0P_,0.50,2
[stage by stage]
step	hold WS [ns]	instance area (um^2)
2_1_floorplan	0.437	11000
3_3_place_gp	0.473	12100
3_5_place_dp	0.490	12100
4_1_cts	0.504	13000
5_1_grt	0.532	13000
6_report	0.499	13000
[cells in the final DEF, fill, tap and decap left out, types with 4 or more instances in the layout]
master / n
sky130_fd_sc_hd__edfxtp_1: 264
sky130_fd_sc_hd__mux2i_1: 57
sky130_fd_sc_hd__nor2_1: 51
sky130_fd_sc_hd__clkdlybuf4s50_1: 48
sky130_fd_sc_hd__o21ai_0: 38
sky130_fd_sc_hd__clkbuf_16: 29
sky130_fd_sc_hd__buf_4: 24
sky130_fd_sc_hd__a22oi_1: 23
sky130_fd_sc_hd__o22ai_1: 23
sky130_fd_sc_hd__nand2_1: 23
sky130_fd_sc_hd__mux4_2: 22
sky130_fd_sc_hd__dfxtp_1: 13
sky130_fd_sc_hd__nor2b_1: 10
sky130_fd_sc_hd__a41oi_1: 10
sky130_fd_sc_hd__nand3_1: 9
sky130_fd_sc_hd__nand4_1: 9
sky130_fd_sc_hd__clkinv_2: 9
sky130_fd_sc_hd__a21o_1: 7
sky130_fd_sc_hd__clkinv_1: 6
sky130_fd_sc_hd__a21oi_1: 5
sky130_fd_sc_hd__a2111oi_0: 5
sky130_fd_sc_hd__inv_1: 4
sky130_fd_sc_hd__or2_2: 4
sky130_fd_sc_hd__nand2b_1: 4
sky130_fd_sc_hd__bufinv_16: 4
sky130_fd_sc_hd__clkbuf_1: 4
Power is estimated from default activity; no workload was simulated.
