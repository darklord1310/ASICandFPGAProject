==> flow/design.v <==
module instructionSetOp(RAM_output, input_data, output_data, Asel, Aload, Reset, Clock, Sub, Aeq0, Apos, MemWr, RAMAddress);
input Clock, Reset, Aload, Sub, MemWr;
input[1:0] Asel;
input[7:0] input_data;
output[7:0] output_data, RAM_output;
wire[7:0] outputOfRAM;
output Apos;
output[7:0] Aeq0;
input[4:0] RAMAddress;
wire[7:0] mux4to1_out;
reg[7:0] subadd_out;
Mux4to1_8bits mux4to1(Asel, subadd_out, input_data ,outputOfRAM ,mux4to1_out);
Register_8bits ARegister(Aload, mux4to1_out, output_data, Reset, Clock);
assign Aeq0 = output_data == 0 ? 1:0;
assign Apos = ~output_data[7];
RAM_8bits RAM(RAMAddress, MemWr , output_data, outputOfRAM, Clock);
assign RAM_output = outputOfRAM;
always @ (Sub, output_data, outputOfRAM)
	if(Sub == 1)
		subadd_out = output_data - outputOfRAM;
	else
		subadd_out = output_data + outputOfRAM;
endmodule
module Mux4to1_8bits(selector, in0, in1,in2,outData);
input[1:0] selector;
input[7:0] in0,in1,in2;
output reg[7:0] outData;
always @ (*)
	if( selector == 2'b00)
		outData = in0;
	else if( selector == 2'b01)
		outData = in1;
	else if( selector == 2'b10)
		outData = in2;
	else
		outData = 2'bXX;
endmodule
module RAM_8bits(address, WE,dataIn, dataOut, clock);
input [7:0] dataIn;
input [4:0] address;
input WE, clock;
output reg[7:0] dataOut;
reg [7:0] RAM[31:0];
always @ (posedge clock)
	if( WE == 1'b1)
		RAM[address] <= dataIn;
	else
		dataOut <= RAM[address];
endmodule
module Register_8bits(load, register_input, out,clear,clock);
input load, clock,clear;
input [7:0] register_input;
output reg[7:0] out;
always @ (posedge clock)
	if(clear == 1 )
		out <= 8'b00000000;
	else
	begin
      if(load == 1)
        out <= register_input;
      else
        out <= out;
	end
endmodule
==> flow/run.sh <==
#!/bin/bash
# OpenROAD 26Q1-2900-gdf79404cd8, Yosys 0.63+post, stock flow scripts
make -C /OpenROAD-flow-scripts/flow DESIGN_CONFIG=/design/flow/config.mk WORK_HOME=/design/flow/orfs finish
==> flow/config.mk <==
export PLATFORM = sky130hd
export DESIGN_NAME = instructionSetOp
export DESIGN_NICKNAME = instructionSetOp
export VERILOG_FILES = /design/flow/design.v
export SDC_FILE = /design/flow/constraint.sdc
export NUM_CORES = 4
export LEC_CHECK = 1
export CORE_UTILIZATION = 40
==> flow/constraint.sdc <==
current_design instructionSetOp

set clk_period 6.8
set clk_io_pct 0.2

create_clock -name clk0 -period $clk_period [get_ports {Clock}]

set non_clock_inputs [all_inputs -no_clocks]
set_input_delay [expr $clk_period * $clk_io_pct] -clock clk0 $non_clock_inputs
set_output_delay [expr $clk_period * $clk_io_pct] -clock clk0 [all_outputs]
==> results_tabular.tex <==
% Generated from flow reports
\begin{tabular}{lr}
\hline
Metric & Value \\
\hline
\multicolumn{2}{l}{\textbf{Status}} \\
\quad Result of the run & completed \\
\multicolumn{2}{l}{\textbf{Timing}} \\
\quad Post-route fraction of the period consumed by the critical path & a little over half \\
\quad RSZ-0062 raised after global routing & no \\
\quad Highest attainable clock frequency & about 280 MHz \\
\quad Final tally of hold violations & 0 \\
\quad Final setup violation count & 0 \\
\quad Worst-Margin Slew & between 0.8 and 0.9 ns \\
\quad Post-layout minimum cycle time & 3.59 ns \\
\quad Worst clock skew & about 0.010 ns \\
\quad Worst-case headroom to the max-slew limit & approximately 43\% \\
\quad Final max-slew violation count & 0 \\
\quad Post-layout worst setup margin & between 3 and 4 ns \\
\quad Total Neg Setup Slack & 0 ns \\
\multicolumn{2}{l}{\textbf{Synth}} \\
\quad Instance count of the mapped netlist & about 580 \\
\quad Post-synth cell types & roughly 45 \\
\quad Proportion of register bits with asynchronous set or reset after synthesis & 0\% \\
\quad Main flop type after synthesis & sky130\_fd\_sc\_hd\_\_edfxtp\_1 \\
\quad Share of the yosys chip area belonging to registers & about 73\% \\
\quad Yosys Instances & 576 \\
\quad Cell area after technology mapping & approximately 11000 µm² \\
\quad YS chip area & $\sim$11000 µm² \\
\quad Number of synthesized register bits & 272 \\
\quad Post-synthesis average cell area & approximately 19 µm² \\
\quad Ys Warns & 4 \\
\quad Flip-flops with a built-in enable & around 260 \\
\multicolumn{2}{l}{\textbf{Worst setup path}} \\
\quad Critical Path Sink Type & output port \\
\quad Setup crit start kind & flip-flop \\
\quad Arrival time worst endpoint & 2.23 ns \\
\quad Start-to-end type of the worst setup path & reg2out \\
\quad Data required time of the critical path & 5.44 ns \\
\quad Critical path fanouts, max & 36 \\
\multicolumn{2}{l}{\textbf{Detailed routing}} \\
\quad Diode count & 0 \\
\quad Sum of routed wire length over all layers & between 20 and 25 mm \\
\quad Routed Antenna Nets & 0 \\
\quad DRC & 0 \\
\quad Number of DRC markers after the initial detailed-route iteration & approximately 430 \\
\quad Total vias in the final route & between 5000 and 6000 \\
\quad First drt pass iteration count & 7 \\
\quad Routed vias/inst & 5.80 \\
\quad WL/cell & 25.1 µm \\
\multicolumn{2}{l}{\textbf{Flow run}} \\
\quad MaxCap Viol Count & 0 \\
\quad Tool Warnings & 25 \\
\multicolumn{2}{l}{\textbf{Power}} \\
\quad Share of power burned in registers & around 54\% \\
\quad Static power due to leakage & 0.00402 µW \\
\quad Portion of total power attributed to the clock network & around two fifths \\
\quad Maximum vdd drop & between 0.15 and 0.2 mV \\
\quad Switching power total & approximately 770 µW \\
\quad Fraction of power consumed by combinational cells & under 10\% \\
\quad Switching fraction of total power & between 20\% and 30\% \\
\quad Internal cell power & about 2800 µW \\
\quad PwrDens & 283 nW/µm² \\
\multicolumn{2}{l}{\textbf{Global routing}} \\
\quad Layer with the highest usage & met2 \\
\quad Total global routing track utilization & between 20\% and 30\% \\
\quad M1 GR Usage & approximately 29\% \\
\quad Met2 demand-to-capacity share in global routing & around 29\% \\
\quad Initial antenna violation count & 0 \\
\quad Pin count of the biggest net entering global routing & 54 \\
\quad Total global routing overflow & 0 \\
\quad Met3 track demand over resource & a little under an eighth \\
\quad Vias in the first global route & a little over 6000 \\
\quad Wire length of the first global-routing pass & between 30 and 40 mm \\
\multicolumn{2}{l}{\textbf{Floorplanning}} \\
\quad Top-level port count & between 40 and 50 \\
\quad Die Y-Extent & 168 µm \\
\quad Placeable core region & around 27000 µm² \\
\quad Core utilization at floorplan & 40.8\% \\
\quad Horizontal extent of the die & 168 µm \\
\quad FP Rows & around 60 \\
\quad Chip Area & 28200 µm² \\
\multicolumn{2}{l}{\textbf{Final layout}} \\
\quad Area growth, synth to finish & 13.5\% \\
\quad Share of layout cells above drive strength 1 & 18.9\% \\
\quad Most frequent logic cell in the layout & sky130\_fd\_sc\_hd\_\_edfxtp\_1 \\
\quad Most frequent cells in the layout & sky130\_fd\_sc\_hd\_\_edfxtp\_1, sky130\_fd\_sc\_hd\_\_mux4\_2, sky130\_fd\_sc\_hd\_\_nor2\_1 \\
\multicolumn{2}{l}{\textbf{Worst hold path}} \\
\quad Classification of the worst-slack hold path & reg2reg \\
\multicolumn{2}{l}{\textbf{Clock network}} \\
\quad H-tree depth & 1 \\
\quad Number of hold buffers added after CTS & 0 \\
\quad Number of buffers between clock root and the deepest sink & 3 \\
\quad Setup fix buffers added after clock tree synthesis & 0 \\
\quad TritonCTS clock tree & done \\
\quad TritonCTS Sinks & roughly 270 \\
\quad Clk pin slew, worst setup/hold paths & 0.06 ns \\
\quad Number of buffers created by CTS & 28 \\
\quad Insertion delay of the later-clocked pin in the worst-skew pair & between 0.5 and 0.6 ns \\
\quad Root cell of the clock tree & sky130\_fd\_sc\_hd\_\_clkbuf\_16 \\
\quad Total of cells resized after clock tree synthesis & 0 \\
\multicolumn{2}{l}{\textbf{Place}} \\
\quad Setup WS pre-CTS & 2.99 ns \\
\quad Final weighted congestion in routability-driven placement & $\sim$0.90 \\
\quad Detail Placement HPWL & between 15 and 20 mm \\
\quad IO buf count & 37 \\
\hline
\end{tabular}
-- final cells by class --
type	count	area, µm²
clock inverter	13	57.6
fill	2216	14500
tap	341	427
timing repair buffer	49	453
sequential	272	8090
clock buffer	37	756
inverter	10	37.5
multi-input combinational	264	2700
-- synthesized netlist by cell type (3+ instances only) --
| cell | instances | area (µm²) |
|---|---|---|
| sky130_fd_sc_hd__a31oi_1 | 4 | 25.0 |
| sky130_fd_sc_hd__o21ai_0 | 5 | 25.0 |
| sky130_fd_sc_hd__nand2_1 | 15 | 56.3 |
| sky130_fd_sc_hd__mux4_2 | 64 | 1440 |
| sky130_fd_sc_hd__ha_1 | 8 | 100 |
| sky130_fd_sc_hd__inv_1 | 10 | 37.5 |
| sky130_fd_sc_hd__nand4_1 | 9 | 56.3 |
| sky130_fd_sc_hd__clkbuf_1 | 10 | 37.5 |
| sky130_fd_sc_hd__buf_2 | 7 | 35.0 |
| sky130_fd_sc_hd__xnor2_1 | 9 | 78.8 |
| sky130_fd_sc_hd__buf_1 | 6 | 22.5 |
| sky130_fd_sc_hd__dfxtp_1 | 8 | 160 |
| sky130_fd_sc_hd__a22oi_1 | 37 | 278 |
| sky130_fd_sc_hd__a21oi_1 | 8 | 40.0 |
| sky130_fd_sc_hd__buf_4 | 9 | 67.6 |
| sky130_fd_sc_hd__edfxtp_1 | 264 | 7930 |
| sky130_fd_sc_hd__or3_1 | 3 | 18.8 |
| sky130_fd_sc_hd__mux2i_1 | 4 | 40.0 |
| sky130_fd_sc_hd__nor2_1 | 50 | 188 |
| sky130_fd_sc_hd__nor3_1 | 3 | 15.0 |
| sky130_fd_sc_hd__nand3b_1 | 6 | 45.0 |
-- registers in the layout (all words and copies together), names as in the netlist --
| name | flops |
|---|---|
| ARegister.out | 8 |
| RAM.dataOut | 8 |
| RAM.RAM | 256 |
-- final timing paths --
kind	slack [ns]	to	cells after the start	from
setup / recovery	3.21	Aeq0[0]	4	ARegister.out[0]
hold / removal	0.75	ARegister.out[1]	2	RAM.dataOut[1]
setup reg to reg	4.35	ARegister.out[7]	10	RAM.dataOut[0]
hold reg to reg	0.75	ARegister.out[1]	2	RAM.dataOut[1]
-- per-layer routing --
layer | vias up | share of wire [%]
met3 | 43 | 13
met5 | - | 0
li1 | 2446 | -
met4 | 0 | 2.5
met1 | 2896 | 38
met2 | 332 | 46
-- power by group through the flow --
stage	logic [µW]	registers (µW)	clock network [µW]
CTS	301	1900	1390
global route	328	1900	1450
finish	297	1900	1350
-- logic make-up after synthesis --
family	count (synthesis)	share of synthesized area [%]
multiplexers	69	13.5
AND-OR/OR-AND	65	4.13
adder cells (fa/ha/maj)	9	1.09
buffers and inverters	46	2.38
XOR/XNOR	11	0.873
other	1	0.0340
flip-flops	272	73.3
AND/OR/NAND/NOR	103	4.65
-- metrics by stage --
| stage | hold slack (ns) | utilization (%) | instances | cell area [µm²] | total power, µW |
|---|---|---|---|---|---|
| after floorplan | 0.599 | - | 582 | 11100 | 2110 |
| final | 0.745 | 46.3 | 986 | 12500 | 3540 |
| after detailed placement | 0.733 | 43.3 | 936 | 11700 | 2230 |
| after CTS | 0.747 | 46.3 | 986 | 12500 | 3580 |
| after global routing | 0.811 | 46.3 | 986 | 12500 | 3670 |
| after global placement | 0.757 | 43.3 | 936 | 11700 | 2230 |
-- critical path, cell delays in order, from the launching register on --
cell and delay (ns):
sky130_fd_sc_hd__dfxtp_1 0.29, sky130_fd_sc_hd__buf_4 0.27, sky130_fd_sc_hd__or4_1 0.57, sky130_fd_sc_hd__nor2_1 0.11
sky130_fd_sc_hd__clkdlybuf4s50_1 0.47
Power and IR drop assume default switching activity.
